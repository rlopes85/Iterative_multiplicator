File: design/flow/design.v
    `timescale 1ns / 1ps
module multiplication(
                      clock,   
                      reset,   
                      start,   
                      ready,   
                      A,       
                      B,       
                      P        
                     );
    input           clock,
                    reset,
                    start;
    input   [31:0]  A,
                    B;
    output          ready;
    output  [63:0]  P;
    reg             ready;
    reg             ld,
                    shld,
                    sh;
    reg     [32:0]  SRA;
    reg     [31:0]  SRB;
    reg     [31:0]  RA;        
    reg     [5:0]   counter;   
    wire            lsb_A,
                    lsb_B;     
    wire    [32:0]  res_add;
    wire    [31:0]  Y;    
    parameter   [2:0]
                    s1 = 3'b001,
                    s2 = 3'b010,
                    s3 = 3'b100;
    reg     [2:0]   state;
    always @(posedge clock)  
        begin
            if (reset)
                begin
                    RA <= 0;
                end
            else if (ld)
                begin
                    RA <= A;
                end
        end
    assign lsb_A = SRA[0];     
    assign lsb_B = SRB[0];
    assign Y = lsb_B ? RA : 0;
    assign res_add = Y + SRA;
    assign P[31:0] = SRB;
    assign P[63:32] = SRA[31:0];
    always @(posedge clock)
        begin
            if (reset)
                begin
                    SRA <= 0;
                end
            else if (ld)   
                begin
                    SRA <= 0;
                end
            else if (shld)
                begin
                    SRA <= res_add >> 1;  
                end
        end
    always @(posedge clock)
        begin
            if (reset)
                begin
                    SRB <= 0;
                end
            else if (ld)   
                begin
                    SRB <= B;
                end
            else if (sh)  
                begin
                    SRB <= {res_add[0],SRB[31:1]}; 
                end
        end
    initial begin
        state = s1;
        ready = 1'b1;  
    end
    always @(posedge clock)
        begin
            if (reset)
                begin
                    state <= s1;
                    ready <= 1'b1;
                end
            else
                begin
                    case(state)
                        s1: begin
                                if (start == 1'b1)  
                                    begin
                                        state <= s2;
                                        counter <= 6'b100000;
                                    end
                            end
                        s2: begin         
                                if (ready == 1'b1)
                                    begin
                                        state <= s3;
                                        ready <= 1'b0;
                                        ld <= 1'b1;
                                    end
                            end
                        s3: begin
                                if (counter == 0)   
                                    begin
                                        state <= s1;
                                        ld <= 1'b0;    
                                        sh <= 1'b0;
                                        shld <= 1'b0;
                                        ready <= 1'b1;
                                    end
                                else
                                    begin         
                                        ld <= 1'b0;
                                        sh <= 1'b1;
                                        shld <= 1'b1;
                                        counter <= counter - 1;
                                    end
                            end
                    endcase
                end
        end
endmodule
File: design/flow/run.sh
#!/bin/bash
# OpenROAD 26Q1-2900-gdf79404cd8, Yosys 0.63+post, stock flow scripts
make -C /OpenROAD-flow-scripts/flow DESIGN_CONFIG=/design/flow/config.mk WORK_HOME=/design/flow/orfs finish
File: design/flow/config.mk
export PLATFORM = sky130hd
export DESIGN_NAME = multiplication
export DESIGN_NICKNAME = multiplication
export VERILOG_FILES = /design/flow/design.v
export SDC_FILE = /design/flow/constraint.sdc
export NUM_CORES = 4
export LEC_CHECK = 1
export CORE_UTILIZATION = 50
File: design/flow/constraint.sdc
current_design multiplication

set clk_period 15.6
set clk_io_pct 0.2

create_clock -name clk0 -period $clk_period [get_ports {clock}]

set non_clock_inputs [all_inputs -no_clocks]
set_input_delay [expr $clk_period * $clk_io_pct] -clock clk0 $non_clock_inputs
set_output_delay [expr $clk_period * $clk_io_pct] -clock clk0 [all_outputs]
==> Slide: Implementation Results <==
Implementation Results

Status
  – Status: finished, final reports clean

Synth
  – Flops & latches, synth: ~110
  – Dominant register cell: dfxtp_1
  – Yosys chip area: 6140 µm²
  – Avg Cell Area, Syn: roughly 8.5 µm²
  – Yosys Instances: just over 700
  – Syn Std Cell Area: a little over 6000 µm²
  – Post-synth EDFFs: 8
  – Synth Seq Share: roughly 37%
  – Synth cell types: a little under 60
  – Cell count after synthesis: a little over 700
  – Yosys warning count: 1
  – Post-synth ARST share: 0%

Clocking
  – CTS sink cnt: 108
  – Cts repair resizes: 0
  – Inserted Clock Buffers: 9
  – Clk latency of the worst-skew pair: approximately 350 ps
  – Worst-case clock buffer depth: 2
  – H-Tree Depth: 3
  – Hold_buf cts: 0
  – TritonCTS clock tree: done
  – # Post-CTS Setup Buffers: 0
  – Clock slew seen by the registers of the worst setup and hold paths: 70 ps
  – CTS root buf: clkbuf_16

Drt
  – First-pass DRT Iterations: 4
  – Wirelength per Cell: 14.6 µm
  – Antenna Violating Nets Remaining: 0
  – Via count: ~5200
  – Starting DRT DRC Count: 276
  – Vias per cell: 5.35
  – DRC: 0
  – Ant diodes: 0
  – Total Wirelength: roughly 14000 µm

Final timing
  – Setup violations, final: 0
  – Setup TNS Final: 0 ps
  – Period minus WS final: about 4800 ps
  – FMAX: 209 MHz
  – Final Cycle Share: slightly above 30%
  – Worst relative slew slack: between 40 and 50%
  – Skew final: 8.34 ps
  – Final hold violation count: 0
  – Pins over their slew limit: 0
  – Unrepaired setup endpoints after global routing: no
  – Worst-Margin Slew: about 830 ps

Floorplan
  – Die span in x: ~110 µm
  – Core Footprint: approximately 12000 µm²
  – Placement Rows: ~40
  – Fp util: around half
  – Top Ports: 132
  – Die y size: between 100 and 150 µm
  – Die ar.: about 13000 µm²

Layout
  – Fillers: between 1000 and 1500
  – Top Layout Cells: 140 x nor2_1, 130 x clkdlybuf4s50_1, 100 x dfxtp_1
  – Logic area: between 3000 and 4000 µm²
  – FF+latch area: roughly 2200 µm²
  – Top cell excl fill/tap: nor2_1
  – Share of cells above drive strength 1: ~5.7%
  – Final Util: 64.8%
  – Syn-to-layout area delta: 26.8%

Job
  – Max_cap viols: 0
  – Log Warnings: 26

Global route
  – Largest net degree at the start of global routing: slightly below 80
  – Antenna violations before repair: 0
  – Routing usage on met1: about 35%
  – GRT overflow: 0
  – Vias in the first global route: approximately 5000
  – Total GRT Usage: between 20% and 30%
  – GRT busiest layer: met2
  – GR Util met2: 36.4%
  – GR Layer Usage met3: under 10%
  – Global-route wire length before repair: between 20000 and 25000 µm

Place
  – Placer Congestion: about 0.91
  – IO buf count: between 100 and 150
  – Post-DP HPWL: between 10000 and 15000 µm

Critical path
  – Largest fanout on the critical path: 73
  – Setup crit end kind: register
  – WP data arrival: about 5000 ps
  – Worst setup SP type: primary input
  – CP Class: primary input to register
  – Crit path required time: about 16000 ps

Power
  – Pwr Density: between 70 and 80 nW/µm²
  – Worst IR Drop VDD: about 0.092 mV
  – Leak Pwr: around 3.4 nW

Min path
  – HP Class: register to register
-- through the flow --
| stage | cell area (µm²) | power [mW] | cells | worst slack [ps] | hold slack [ps] |
|---|---|---|---|---|---|
| floorplan | 6140 | 0.328 | 718 | 11220 | 430 |
| global placement | 7490 | 0.358 | 957 | 10520 | 463 |
| detailed placement | 7490 | 0.359 | 957 | 10490 | 478 |
| CTS | 7780 | 0.583 | 973 | 10850 | 491 |
| global route | 7780 | 0.601 | 973 | 10650 | 520 |
| finish | 7780 | 0.575 | 973 | 10820 | 486 |
-- worst paths after layout --
check | to | start | slack [ps] | cells after the start
hold / removal | SRA[22] | SRA[22] | 490 | 2
setup / recovery | SRA[26] | reset | 10820 | 6
setup reg to reg | SRA[31] | SRB[0] | 12420 | 12
hold reg to reg | SRA[22] | SRA[22] | 490 | 2
-- synthesized netlist by cell type, types with 4 or more instances --
cell type / number / share of area [%]
inv_1: 9 / 0.55
o21bai_1: 5 / 0.61
nand2_1: 38 / 2.3
mux2i_1: 80 / 13
nand4_1: 7 / 0.71
edfxtp_1: 8 / 3.9
clkbuf_1: 31 / 1.9
a21o_1: 11 / 1.3
a211oi_1: 5 / 0.61
a21oi_1: 72 / 5.9
nand3_1: 7 / 0.57
buf_1: 6 / 0.37
nand2b_1: 5 / 0.51
nor2b_1: 4 / 0.41
o21ai_1: 7 / 0.57
xor2_1: 7 / 1.0
buf_2: 6 / 0.49
ha_1: 33 / 6.7
and2_1: 34 / 3.5
o21ai_2: 5 / 0.71
dfxtp_1: 100 / 33
nor2_1: 140 / 8.6
xnor2_1: 25 / 3.6
nor3_1: 5 / 0.41
o21ai_0: 27 / 2.2
-- cell families after synthesis --
group,synth area share (%)
multiplexers,13.2
buffers and inverters,3.55
AND/OR/NAND/NOR,18.4
AND-OR/OR-AND,16.7
adder cells (fa/ha/maj),7.05
flip-flops,36.5
XOR/XNOR,4.57
-- flip-flops by register name (all words and copies together) (netlist names) --
name and count:
SRB 32, RA 32, counter 6, sh 1
ld 1, SRA 32, ready 1, state 3
-- final cells by class --
class	instances	area share (%)
Clock inverter	2	0.225
Inverter	9	0.434
Clock buffer	14	3.52
Multi-Input combinational cell	556	47.3
Timing Repair Buffer	137	17.4
Tap cell	147	2.36
Sequential cell	108	28.8
-- routing by layer --
metal / part of all wire (%) / vias up
met2: 45 / 107
met5: 0 / -
li1: - / 2698
met1: 48 / 2385
met4: 1.6 / 0
met3: 4.9 / 13
-- worst max-delay path: stages --
cell	delay (ps)
buf_2	90
buf_4	350
or2_2	580
nor2_1	640
nand2_1	150
o21ai_1	100
-- where the power goes --
group          switching [mW]  internal, mW  total [mW]
logic                  0.0220        0.0344      0.0565
clock network           0.100         0.122       0.223
registers             0.00741         0.289       0.296
total                   0.130         0.446       0.575
No activity file was given, so power comes from the tool's default toggle rates.
